<file path="design/flow/config.mk">
export PLATFORM = sky130hd
export DESIGN_NAME = blink
export DESIGN_NICKNAME = blink
export VERILOG_FILES = /design/flow/design.v
export SDC_FILE = /design/flow/constraint.sdc
export NUM_CORES = 4
export LEC_CHECK = 1
export CORE_AREA = 10 10 88 88
export DIE_AREA = 0 0 98 98
</file>
<file path="design/flow/constraint.sdc">
current_design blink

set clk_period 4.0
set clk_io_pct 0.2

create_clock -name clk0 -period $clk_period [get_ports {clk}]

set non_clock_inputs [all_inputs -no_clocks]
set_input_delay [expr $clk_period * $clk_io_pct] -clock clk0 $non_clock_inputs
set_output_delay [expr $clk_period * $clk_io_pct] -clock clk0 [all_outputs]
</file>
<file path="design/flow/design.v">
	module blink (
		input wire clk,  
		output wire [7:0] LED  
	);
reg [31:0] cnt;  
initial begin
cnt <= 32'h00000000;  
end
always @(posedge clk) begin
cnt <= cnt + 1;  
end
assign LED = cnt[28:21];
endmodule
</file>
<file path="design/flow/run.sh">
#!/bin/bash
# OpenROAD 26Q1-2900-gdf79404cd8, Yosys 0.63+post, stock flow scripts
make -C /OpenROAD-flow-scripts/flow DESIGN_CONFIG=/design/flow/config.mk WORK_HOME=/design/flow/orfs finish
</file>
==> run_results.csv <==
group,metric,value,unit
run_status,outcome,"finished, final reports clean",
final_timing,slew_headroom,68.9,%
synth,synth-seq-area-share,47.7,%
critical_path,timing.critical_path.buf_inv,1,
final_timing,fin_setup_tns,0,ns
synth,yosys-top-cells-count,"sky130_fd_sc_hd__dfxtp_1, sky130_fd_sc_hd__xor2_1, sky130_fd_sc_hd__nand2_1, sky130_fd_sc_hd__xnor2_1",
cts,post_cts_hold_buffer_count,0,
routing,routed_wirelength,1830,um
placed_design,gpl.final_weighted_congestion,0.704,
final_timing,unrepaired_setup_endpoints_after_global_routing,"no",
global_routing,global_route_wire_length_before_repair,3310,um
global_routing,grtUsageMet3,2.28,%
routing,total_number_of_vias,769,
final_timing,final.setup_skew,0.00455,ns
critical_path,timing.rr.start,"cnt[8]$_DFF_P_",
synth,synth-edff-count,0,
final_timing,max_freq,507,MHz
final_timing,tightest_slew,0.466,ns
synth,ys.warnings.count,1,
cts,clock_tree.htree_level_count,2,
routing,routed_wire_length_per_instance,9.00,um
routing,viasPerCell,3.79,
cts,clock_latency_at_the_later_pin_of_the_worst_skew_pair,0.28,ns
critical_path,setup.worst_path.end_class,"primary output",
final_layout,top_regs,"cnt x29",
power_and_ir_drop,cell_internal_pwr,0.444,mW
power_and_ir_drop,combPwrFrac,0,%
critical_path,critical_path_arrival,1.17,ns
routing,drt_pass1_iterations,4,
power_and_ir_drop,sw_frac_of_total,19.1,%
synth,synthesized_netlist_cell_count,123,
final_timing,final_setup_fails,0,
global_routing,met1_routing_resource_usage_after_global_routing,5.10,%
power_and_ir_drop,irDropWorstVdd,0.196,mV
routing,route.antenna.remaining_nets,0,
critical_path,cpPeakStageDelay,0.49,ns
synth,synth_flop_count,29,
global_routing,grtUsageTotal,3.97,%
floorplanning,floorplan.io_pins,9,
cts,clk_sink_count,29,
critical_path,critical_path.reg2reg.endpoint,"cnt[19]$_DFF_P_",
critical_path,cell_breakdown_of_the_critical_path,"clkdlybuf4s50_1",
final_layout,share_of_layout_cells_above_drive_strength_1,9.38,%
synth,synth-cells-yosys,123,
final_timing,finalMaxSlewViolations,0,
power_and_ir_drop,total_leakage_power,0.584,nW
critical_path,timing.critical_path.required,3.20,ns
placed_design,detailed_place.area,1310,um^2
cts,numCtsBuffers,5,
synth,post-synth-top-count-cell,"sky130_fd_sc_hd__dfxtp_1",
global_routing,grt_start_max_net_pins,12,
power_and_ir_drop,total_power,0.549,mW
floorplanning,floorplan_core_area,5920,um^2
floorplanning,rows,28,
final_layout,finalCoreUtilization,23.9,%
routing,insertedDiodeCount,0,
synth,ys_area,1220,um^2
final_timing,layout_worst_path_cycle_share,49.3,%
final_layout,top_register,"cnt",
floorplanning,die_area,9600,um^2
critical_path,cp-start-kind,"register",
synth,syn_avg_cell_area,9.90,um^2
power_and_ir_drop,share_seq_of_total_power,52.6,%
critical_path,critical-path-slowest-cell,"sky130_fd_sc_hd__clkdlybuf4s50_1",
placed_design,port_buffers,8,
critical_path,r2r.worst_path.cells,4,
final_layout,flow.area_growth_from_synthesis,16.0,%
routing,detail_route.iter0.violations,17,
synth,synth.lib_cells_used.distinct,21,
global_routing,gr-max-usage-layer,"met2",
cts,cts-root-buf,"sky130_fd_sc_hd__clkbuf_8",
cts,clock_slew_at_the_register_clock_pins_of_the_worst_setup_and_hold_paths,0.06,ns
critical_path,timing.critical_path.fanout_max,5,
global_routing,grt_remaining_overflow,0,
flow_run,maxCapViolCount,0,
floorplanning,die.size.x,98,um
min_path,hold_path.startpoint,"cnt[0]$_DFF_P_",
synth,syn-cell-area,1220,um^2
cts,tritoncts,"done",
synth,asyncSetResetFlopFracSynth,0,%
synth,netlist.top_cell.by_area,"sky130_fd_sc_hd__dfxtp_1",
global_routing,grt_pass1_vias,753,
final_layout,largest_reg_flops,29,
min_path,worst_hold_path_stage_count,1,
synth,flop_cell,"sky130_fd_sc_hd__dfxtp_1",
power_and_ir_drop,power-per-cell-area,389,nW/um^2
global_routing,groute.layer.met2.usage,5.69,%
min_path,worst_hold_path_type,"register to register",
critical_path,rrSetupSlack,2.20,ns
min_path,worst_hold_path.endpoint,"cnt[0]$_DFF_P_",
final_timing,fin_crit,1.97,ns
cts,clock_tree.buffer_depth,2,
synth,yosys-top-cells-area,"sky130_fd_sc_hd__dfxtp_1, sky130_fd_sc_hd__xor2_1, sky130_fd_sc_hd__xnor2_1",
power_and_ir_drop,power.switching,0.105,mW
synth,synth_top_area_share,47.7,%
floorplanning,fp-utilization,20.6,%
final_layout,fin_area,1410,um^2
critical_path,path_delay_family,"buffers and inverters",
cts,cts_post_setup_buffers_inserted,0,
flow_run,openroad.warnings,25,
final_timing,hold_viol,0,
floorplanning,die_height,98,um
placed_design,detailed_place_hpwl,1230,um
cts,cts_resized,0,
routing,drc,0,
critical_path,path_class,"register to primary output",
power_and_ir_drop,share_clk_of_total_power,47.4,%
global_routing,antenna_found_initial,0,
final_timing,hold_ws,0.396,ns
## layer usage
metal / up-vias / routed length [um]
li1: 413 / -
met1: 339 / 890
met2: 13 / 741
met3: 4 / 164
met4: 0 / 29
met5: - / 0
## area by class of cell
| type | instances | area (um^2) |
|---|---|---|
| inverter | 5 | 18.8 |
| sequential | 29 | 581 |
| clock buffer | 7 | 96.3 |
| timing repair buffer | 8 | 80.1 |
| clock inverter | 1 | 5.00 |
| multi-input combinational | 78 | 538 |
| fill | 630 | 4510 |
| tap | 75 | 93.8 |
## through the flow
stage          std cells  setup WS [ns]
2_1_floorplan        123           2.46
3_3_place_gp         195           2.24
3_5_place_dp         195           2.21
6_report             203           2.03
5_1_grt              203           1.94
4_1_cts              203           2.01
## worst max-delay path by stage
stage	from	end	slack, ns	cells past startpoint
after global routing	cnt[25]$_DFF_P_	LED[4]	1.94	1
final	cnt[25]$_DFF_P_	LED[4]	2.03	1
after CTS	cnt[25]$_DFF_P_	LED[4]	2.01	1
## power groups by stage
stage / Clock [mW] / Sequential (mW) / Combinational [mW]
4_1_cts: 0.268 / 0.289 / 0.000000297
6_report: 0.260 / 0.289 / 0.000000297
5_1_grt: 0.285 / 0.289 / 0.000000297
## cell usage in the layout, fill, tap and decap left out
cell type                         synthesis  routed
sky130_fd_sc_hd__and3_1                   3       3
sky130_fd_sc_hd__xor2_1                  18      18
sky130_fd_sc_hd__dfxtp_1                 29      29
sky130_fd_sc_hd__and2b_1                  1       1
sky130_fd_sc_hd__or3_1                    2       2
sky130_fd_sc_hd__nor3_1                   6       6
sky130_fd_sc_hd__xnor2_1                  9       9
sky130_fd_sc_hd__nor4_1                   5       5
sky130_fd_sc_hd__ha_1                     1       1
sky130_fd_sc_hd__nor4_2                   3       3
sky130_fd_sc_hd__nor2_1                   6       6
sky130_fd_sc_hd__clkdlybuf4s50_1          0       8
sky130_fd_sc_hd__clkinv_2                 0       1
sky130_fd_sc_hd__nand2_1                  9       9
sky130_fd_sc_hd__inv_1                    5       5
sky130_fd_sc_hd__and4_1                   2       2
sky130_fd_sc_hd__nand3_1                  8       8
sky130_fd_sc_hd__nand4_1                  4       4
sky130_fd_sc_hd__nand4_2                  1       1
sky130_fd_sc_hd__clkbuf_8                 0       7
## cell families after synthesis
group                    share of synthesized area (%)
AND/OR/NAND/NOR                                   23.7
flip-flops                                        47.7
buffers and inverters                             8.12
adder cells (fa/ha/maj)                           1.03
XOR/XNOR                                          19.4
Power figures rest on the tool's default switching activity, not on a simulated workload.
